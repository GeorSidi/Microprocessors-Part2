==> flow/design.v <==
module MCPU_Alu(cmd,in1,in2,out,CF);
parameter CMD_SIZE=3;  
parameter WORD_SIZE=16;
parameter  [CMD_SIZE-1:0]  CMD_AND  = 0;  
parameter  [CMD_SIZE-1:0]  CMD_OR   = 1;  
parameter  [CMD_SIZE-1:0]  CMD_XOR   = 2;  
parameter  [CMD_SIZE-1:0]  CMD_ADD   = 3;  
parameter  [CMD_SIZE-1:0]  CMD_LSL   = 4;  
parameter  [CMD_SIZE-1:0]  CMD_LSR   = 5;  
input [CMD_SIZE-1:0] cmd;
input [WORD_SIZE-1:0] in1;
input [WORD_SIZE-1:0] in2;
output[WORD_SIZE-1:0] out;
output CF;
wire [CMD_SIZE-1:0] cmd;
wire [WORD_SIZE-1:0] in1;
wire [WORD_SIZE-1:0] in2;
reg  [WORD_SIZE-1:0] out;
reg  CF;
always @ (cmd, in1, in2)
  #2
case(cmd)
  CMD_AND : begin
               out = in1&in2; 
      end
  CMD_OR : begin
              out = in1|in2;
            end
  CMD_XOR : begin
              out = in1^in2;
            end
  CMD_LSL : begin
              out = in1 << in2;  
            end
  CMD_LSR : begin
              out = in1 >> in2;  
            end
  default : begin
              {CF,out} = in1+in2;
            end
 endcase
endmodule
==> flow/run.sh <==
#!/bin/bash
# OpenROAD 26Q1-2900-gdf79404cd8, Yosys 0.63+post, stock flow scripts
make -C /OpenROAD-flow-scripts/flow DESIGN_CONFIG=/design/flow/config.mk WORK_HOME=/design/flow/orfs finish
==> flow/config.mk <==
export PLATFORM = sky130hd
export DESIGN_NAME = MCPU_Alu
export DESIGN_NICKNAME = MCPU_Alu
export VERILOG_FILES = /design/flow/design.v
export SDC_FILE = /design/flow/constraint.sdc
export NUM_CORES = 4
export LEC_CHECK = 1
export CORE_UTILIZATION = 40
==> flow/constraint.sdc <==
current_design MCPU_Alu

set clk_period 7.3
set clk_io_pct 0.2

create_clock -name clk0 -period $clk_period

set non_clock_inputs [all_inputs -no_clocks]
set_input_delay [expr $clk_period * $clk_io_pct] -clock clk0 $non_clock_inputs
set_output_delay [expr $clk_period * $clk_io_pct] -clock clk0 [all_outputs]
==> impl_metrics.ini <==
; flow metrics
[power]
powerDensity_nw_per_um2 = 67.8
swShare_pct = 50.2
power.switching_mw = 0.124
p_leak_nw = 1.47
p_clk_share_pct = 0
finalPower_mw = 0.248
power_frac_seq_pct = 0.4
comb_power_share_pct = 99.6
irDropWorstVdd_mv = 0.0265
p_int_mw = 0.123

[global_route]
gr-usage-met3_pct = 2.32
use_met1_pct = 39.4
grt_pass1_wl_um = 16000
grt_overflow = 0
antenna_found_initial = 0
top_usage_layer = met2
grt_max_degree = 40
grt_pass1_vias = 3011
gr-usage-met2_pct = 39.7
grt_use_total_pct = 25.0

[synthesis]
top_area_share_pct = 15.2
ys_cells = 415
ys_seq_elements = 1
yosys_area_um2 = 3110
yosys_warnings = 1
syn_area_um2 = 3110
synthArstFlopShare_pct = 0
edf_count = 0
synthTopCellsByArea = mux4_2 (15%), ha_1 (13%), a21oi_1 (6.8%)
ff_type = dlxtn_1
syn_avg_cell_area_um2 = 7.50
synth_cells = 415
largest_area_cell = mux4_2
yosysUniqueCellTypes = 63

[finish]
fin_cells = 544
drive_above_1_share_pct = 10.8
area_delta_synth_final_pct = 17.3
fillCellCount = 747
fin_util_pct = 49.5
largest_register_ff_count = 1
final_common_cell = clkdlybuf4s50_1
final_cell_mix = clkdlybuf4s50_1 (52), a21oi_1 (42), inv_1 (38)

[placed_design]
dpl.hpwl_um = 7880
dp_cells = 544
gp_congestion = 0.948
place_ws_ns = 1.06
port_buffers = 52

[timing]
finalSetupViolCount = 0
hold_viol = 0
untimed_endpoints = 2
fin_ws_ns = 0.987
unclocked_regs = 1
min_period_over_period_pct = 86.5
fin_setup_tns_ns = 0
rsz0062_at_grt = no
slew-limit-headroom_pct = 62.2
slew_viol_final = 0
max_freq_mhz = 158
worst_pin_slew_ns = 0.566
layout_min_cycle_time_ns = 6.31

[route]
drtIter0Drc = 213
wire_per_inst_um = 18.6
totalWireLength_um = 10100
ant_nets = 0
viasPerCell = 5.97
drc_errors = 0
drtPass1Iterations = 4
vias = 3246
antenna_cells = 0

[floorplan]
core_area_um2 = 7370
io_pins = 52
initial_core_util_pct = 42.2
rows = 31
chip_area_um2 = 8140
die-width_um = 90.2
dieHeight_um = 90.2

[setup_path]
crit_end = out[14]
slowest_stage = clkdlybuf4s50_1
path_cells = clkdlybuf4s50_1 -> clkinv_1 -> ha_1 -> o21a_1 -> o31a_1 -> o221a_2 -> o21ai_0 -> xor2_1 -> a22oi_1 -> clkdlybuf4s50_1
path_delay_family = buffers and inverters
cp_max_fo = 17
cp.depth = 10
worstPathArrival_ns = 4.85
critical_path_required_ns = 5.84
start_kind = primary input
startpoint = in2[3]
end_kind = output port
slowest_delay_ns = 0.83
crit_buf_inv = 3
crit_top_cell = clkdlybuf4s50_1
critPathKind = primary input to output port

[hold_path]
whs_path_depth = 5
hold_path.class = primary input to output port

[run]
maxCapViolCount = 0
warning_count = 48

[status]
status = completed

[clocking]
cts_setup_buffers = 0
cts_hold_buf = 0
ctsResizeCount = 0
## cells by family (layout without fill, tap and decap cells)
logic type	after synthesis	after routing	share of synthesized area, %
AND/OR/NAND/NOR	108	108	18.0
AND-OR/OR-AND	147	147	31.4
multiplexers	43	43	22.7
adder cells (fa/ha/maj)	33	33	13.5
latches	1	1	0.482
buffers and inverters	70	100	10.2
XOR/XNOR	13	13	3.66
## final cells by class
class / instances / area, um2 / area share [%]
timing repair buffer: 60 / 581 / 15.9
tap: 99 / 124 / 3.39
multi-input combinational: 344 / 2780 / 76.2
inverter: 40 / 150 / 4.11
sequential: 1 / 15.0 / 0.411
## layer usage
metal / wire length, um / up-vias
met3: 645 / 3
met5: 0 / -
li1: - / 1624
met4: 30 / 0
met2: 4670 / 110
met1: 4760 / 1509
## power by group through the flow
stage / clock network, mW / registers, mW / logic, mW
6_report: 0 / 0.000890 / 0.247
5_1_grt: 0 / 0.000926 / 0.270
4_1_cts: 0 / 0.000911 / 0.246
## worst min-delay path: stages
cell and delay [ns]:
clkdlybuf4s50_1 0.40, buf_4 0.21, nand2_1 0.10, o41ai_1 0.11
clkdlybuf4s50_1 0.41
## how the worst min path moves through the flow
stage	startpoint	to	slack, ns
4_1_cts	cmd[2]	out[4]	4.14
5_1_grt	cmd[2]	out[4]	4.19
6_report	cmd[2]	out[4]	4.15
## synthesized netlist by cell type (3+ instances only)
cell type   n
xor2_1      4
a21o_1      3
mux4_2     21
mux2_1      3
buf_1       3
nor2_1     36
nand2_1    28
o22a_1      7
a22oi_1     9
buf_6       5
ha_1       32
a21oi_1    42
o22ai_1    10
mux2i_1    10
nand2b_1    5
o221ai_1    3
a221o_1     4
o211ai_1   11
o21a_1      3
xnor2_1     9
o31ai_1     6
nor2b_1     4
o21ai_1     5
nor3_1      9
nand3_1     5
buf_4       3
a211o_1     3
or3_1       6
inv_1      38
buf_2       4
clkbuf_1   15
a211oi_1    6
o21ai_0    18
mux2_2      9
## metrics by stage
step	hold slack (ns)	instance area (um2)
floorplan	3.04	3110
global placement	4.13	3650
detailed placement	4.12	3650
CTS	4.14	3650
global route	4.19	3650
finish	4.15	3650
Power and IR drop assume default switching activity.
